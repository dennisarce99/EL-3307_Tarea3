`flow/config.mk`:
```
export PLATFORM = sky130hd
export DESIGN_NAME = MainModule
export DESIGN_NICKNAME = MainModule
export VERILOG_FILES = /design/flow/design.v
export SDC_FILE = /design/flow/constraint.sdc
export NUM_CORES = 4
export LEC_CHECK = 1
export CORE_UTILIZATION = 40
```
`flow/design.v`:
```
module display (
    input logic clk,
    input logic load_num,
    input logic [15:0] num,
    output logic [4:0] anodos,
    output logic [6:0] segmentos
);
    reg [2:0] select, next_select;
    reg [3:0] digito, next_digito;
    parameter sel0 = 3'b000, sel1 = 3'b001, sel2 = 3'b010, sel3 = 3'b011, sel4 = 3'b100;
    always_ff @(posedge clk) begin
        select <= next_select;
        digito <= next_digito;
    end
    always_comb begin
        case (select)  
            sel0: begin
                anodos = 5'b00001;  
                next_select = sel1;
                next_digito = num[3:0];
            end
            sel1: begin
                anodos = 5'b00010;  
                next_select = sel2;
                next_digito = num[7:4];
            end
            sel2: begin
                anodos = 5'b00100;  
                next_select = sel3;
                next_digito = num[11:8];
            end
            sel3: begin 
                anodos = 5'b01000;  
                next_select = sel4;
                next_digito = num[15:12];
            end
            sel4: begin
                anodos = 5'b10000;
                next_select = sel0;
                next_digito = 4'b0000;
            end
            default: begin
                anodos = 5'b00000;
                next_select = sel0;
                next_digito = num[3:0];
            end
        endcase  
    end
    always_comb begin
        case(digito)
            4'd0: segmentos = 7'b0111111;  
            4'd1: segmentos = 7'b0000110;  
            4'd2: segmentos = 7'b1011011;  
            4'd3: segmentos = 7'b1001111;  
            4'd4: segmentos = 7'b1100110;  
            4'd5: segmentos = 7'b1101101;  
            4'd6: segmentos = 7'b1111101;  
            4'd7: segmentos = 7'b0000111;  
            4'd8: segmentos = 7'b1111111;  
            4'd9: segmentos = 7'b1101111;  
            default: segmentos = 7'b1111111;  
        endcase
    end
endmodule
module bin_decimal (  
    input [15:0] binario,  
    output reg [15:0] bcd 
);
    integer i;
    always @ (binario) begin
        bcd = 16'b0;   
        for (i = 0; i < 15; i = i + 1) begin
            if (bcd[3:0] >= 5) bcd[3:0] = bcd[3:0] + 3;
            if (bcd[7:4] >= 5) bcd[7:4] = bcd[7:4] + 3;
            if (bcd[11:8] >= 5) bcd[11:8] = bcd[11:8] + 3;
            if (bcd[15:12] >= 5) bcd[15:12] = bcd[15:12] + 3;
            bcd = {bcd[14:0], binario[15-i]};  
        end
    end
endmodule
module FrecDivider (
  input logic clk,
  output logic clk_div
);
  reg [27:0] cont = 28'd0;
  parameter div = 28'd27000;
  always @(posedge clk) begin
    if (cont >= (div-28'd1)) begin cont <= 0; end
    else begin cont <= cont+28'd1; end
  end
  assign clk_div = (cont<div/2) ? 1'b1:1'b0;
endmodule
module Numeros (
    input logic clk,
    input logic rst,
    input logic [3:0] num,
    input logic load_num,
    output logic [7:0] num_o,
    output logic [7:0] num_A, 
    output logic [7:0] num_B,
    output logic signal_num
);
    reg [2:0] state, next_state;
    logic [7:0] num_parcial;
    parameter s0 = 3'b000, s1 = 3'b001, s2 = 3'b010, s3 = 3'b011; 
    parameter s4 = 3'b100, s5 = 3'b101, s6 = 3'b110;
    parameter enter = 4'b1011, delete = 4'b1100;
    always_ff @(posedge clk) begin
        if (rst) begin
            state <= s0;
        end
        else if (load_num) begin
            state <= next_state;
        end
    end
    always @ (state) begin
        num_o = 8'b0;
        signal_num = 1'b0;
        num_parcial = 8'b0;
        num_A = 8'b0;
        num_B = 8'b0;
        next_state = s0;
        case (state)
            s0: begin
                num_parcial = 8'b0;
                num_A = 8'b0;
                num_B = 8'b0;
                signal_num = 1'b0;
                if (load_num) begin
                    if (num == enter) begin
                        next_state = s3;
                    end
                    else if (num == delete) begin
                        next_state = s0;
                    end
                    else begin
                        num_o = num;
                        num_parcial = num;
                        next_state = s1;
                    end
                end
            end
            s1: begin
                if (load_num) begin
                    if (num == enter) begin
                        num_A = num_parcial;
                        next_state = s3;
                    end
                    else if (num == delete) begin
                        num_parcial = 8'b0;
                        next_state = s0;
                    end
                    else begin
                        num_o = {num_parcial[7:4], num};
                        num_parcial = num_parcial*8'd10 + num;
                        next_state = s2;
                    end
                end
            end
            s2: begin
                if (load_num) begin
                    if (num == enter) begin
                        num_A = num_parcial;
                        next_state = s3;
                    end
                    else if (num == delete) begin
                        num_o = {4'b0000, num_o[7:4]};
                        num_parcial = num_o;
                        next_state = s1;
                    end
                end
            end
            s3: begin
                if (load_num) begin
                    if (num == enter) begin
                        signal_num = 1'b1;
                        next_state = s6;
                    end
                    else if (num == delete) begin
                        next_state = s3;
                    end
                    else begin
                        num_o = num;
                        num_parcial = num;
                        next_state = s4;
                    end
                end
            end
            s4: begin
                if (load_num) begin
                    if (num == enter) begin
                        num_B = num_parcial;
                        signal_num = 1'b1;
                        next_state = s6;
                    end
                    else if (num == delete) begin
                        num_o = 8'b0;
                        num_parcial = 8'b0;
                        next_state = s3;
                    end
                    else begin
                        num_o = {num_parcial[7:4], num};
                        num_parcial = num_parcial*4'b1010 + num;
                        next_state = s5;
                    end
                end
            end
            s5: begin
                if (load_num) begin
                    if (num == enter) begin
                        num_B = num_parcial;
                        signal_num = 1'b1;
                        next_state = s6;
                    end
                    else if (num == delete) begin
                        num_o = {4'b0000, num_o};
                        num_parcial = num_o;
                        next_state = s4;
                    end
                end
            end
            s6: begin
                if (load_num) begin
                    if (num == enter) begin
                        signal_num = 1'b0;
                        next_state = s0;
                    end
                end
            end
            default: begin
                num_o = 8'b0;
                signal_num = 1'b0;
                num_parcial = 8'b0;
                num_A = 8'b0;
                num_B = 8'b0;
                next_state = s0;
            end
        endcase
    end
endmodule
module Sincronizador (
    input logic clk_div,
    input logic rst,
    input logic [3:0] row,
    output logic [3:0] sync_row
);
    reg [3:0] val;
    always_ff @(posedge clk_div) begin
        if (rst) begin
            val <= 4'b0000;
            sync_row <= 4'b0000;
        end
        else begin
            val <= row;
            sync_row <= val;
        end
    end
endmodule
module Teclado (
    input logic rst,
    input logic clk_div,
    input logic [3:0] sync_row,
    output logic [3:0] col,
    output logic [3:0] num,
    output logic load_num
);
    reg [5:0] state, next_state;
    logic sum_row;
    parameter state0 = 6'b000001, state1 = 6'b000010, state2 = 6'b000100;
    parameter state3 = 6'b001000, state4 = 6'b010000, state5 = 6'b100000;
    always @ (sync_row or col) begin
        case ({sync_row, col})
            {4'b0001, 4'b0001}: num = 4'b0000;  
            {4'b0001, 4'b0010}: num = 4'b0001;  
            {4'b0001, 4'b0100}: num = 4'b0010;  
            {4'b0001, 4'b1000}: num = 4'b0011;  
            {4'b0010, 4'b0001}: num = 4'b0100;  
            {4'b0010, 4'b0010}: num = 4'b0101;  
            {4'b0010, 4'b0100}: num = 4'b0110;  
            {4'b0010, 4'b1000}: num = 4'b0111;  
            {4'b0100, 4'b0001}: num = 4'b1000;  
            {4'b0100, 4'b0010}: num = 4'b1001;  
            {4'b0100, 4'b0100}: num = 4'b1010;  
            {4'b0100, 4'b1000}: num = 4'b1011;  
            {4'b1000, 4'b0001}: num = 4'b1100;  
            default: num = 4'b0000;
        endcase
    end
    always_ff @(posedge clk_div) begin
        if (rst) begin
            state <= state0;
        end
        else begin
            state <= next_state;
        end
    end
    always @ (clk_div) begin
        next_state = state0;
        col = 4'b1111;
        sum_row = |sync_row;
        load_num = 1'b0;
        case (state)
            state0:
                begin
                    col = 4'b1111;
                    load_num = 1'b0;
                    if (sum_row) begin
                        next_state = state1;
                    end
                    else begin
                        next_state = state0;
                    end
                end
            state1:
                begin
                    col = 4'b0001;
                    if (sync_row != 4'b0000) begin
                        load_num = 1'b1;
                        next_state = state5;
                    end
                    else begin
                        next_state = state2;
                    end
                end
            state2:
                begin
                    col = 4'b0010;
                    if (sync_row != 4'b0000) begin
                        load_num = 1'b1;
                        next_state = state5;
                    end
                    else begin
                        next_state = state3;
                    end
                end
            state3:
                begin
                    col = 4'b0100;
                    if (sync_row != 4'b0000) begin
                        load_num = 1'b1;
                        next_state = state5;
                    end
                    else begin
                        next_state = state4;
                    end
                end
            state4:
                begin
                    col = 4'b1000;
                    if (sync_row != 4'b0000) begin
                        load_num = 1'b1;
                        next_state = state5;
                    end
                    else begin
                        next_state = state0;
                    end
                end
            state5:
                begin
                    col = 4'b1111;
                    if (sync_row==4'b0000) begin
                        next_state = state0;
                    end
                    else begin
                        next_state = state1;
                    end
                end
            default: next_state = state0;    
        endcase
    end
endmodule
module MainModule(
    input logic clk,
    input logic rst, 
    input logic [3:0] row, 
    output logic [3:0] col,
    output logic [4:0] anodos,
    output logic [6:0] segmentos
);
    logic clk_div;
    logic [3:0] sync_row;
    logic [3:0] num;
    logic load_num;
    logic [7:0] num_A;
    logic [7:0] num_B;
    logic [7:0] num_o;
    logic signal_num;
    logic [15:0] num_Y;
    logic [15:0] bcd_Y;
    logic [1:0] q_LSB;
    logic [15:0] num_display;
    logic load_A;
    logic load_B;
    logic load_add;
    logic shift_HQ_LQ_Q_1;
    logic add_sub;
    FrecDivider Frec(
        .clk(clk),
        .clk_div(clk_div)
    );
    Sincronizador Sync(
        .clk_div(clk_div),
        .rst(rst),
        .row(row),
        .sync_row(sync_row)
    );
    Teclado Keypad(
        .rst(rst),
        .clk_div(clk),
        .sync_row(row),
        .col(col),
        .num(num),
        .load_num(load_num)
    );
    Numeros Multiplicandos (
        .clk(clk),
        .rst(rst),
        .num(num),
        .load_num(load_num),
        .num_o(num_o),
        .num_A(num_A),
        .num_B(num_B),
        .signal_num(signal_num)
    );
    control #(.n(8)) ctrl (
        .clk(clk_div),
        .rst(rst),
        .signal_num(signal_num),
        .q_LSB(q_LSB),
        .load_A(load_A),
        .load_B(load_B),
        .load_add(load_add),
        .shift_HQ_LQ_Q_1(shift_HQ_LQ_Q_1),
        .add_sub(add_sub)
    );
    mult_with_no_fsm #( .N(8) ) Multiplicador (
        .clk(clk_div),
        .rst(rst),
        .A(num_A),
        .B(num_B),
        .load_A(load_A),
        .load_B(load_B),
        .load_add(load_add),
        .shift_HQ_LQ_Q_1(shift_HQ_LQ_Q_1),
        .add_sub(add_sub),
        .Q_LSB(q_LSB),
        .Y(num_Y)
    );
    bin_decimal Bin_BCD(
        .binario(num_Y),
        .bcd(bcd_Y)
    );
    always_comb begin
        num_display = (signal_num == 0) ? num_o:bcd_Y;
    end
    display Segmentos7(
        .clk(clk),
        .load_num(load_num),
        .num(num_display),
        .anodos(anodos),
        .segmentos(segmentos)
    );
endmodule
module control #(
    parameter n = 8
    ) (
    input logic clk,
    input logic rst,
    input logic signal_num,
    input logic [1:0] q_LSB,
    output logic load_A,
    output logic load_B,
    output logic load_add,
    output logic shift_HQ_LQ_Q_1,
    output logic add_sub
    );
    reg [6:0] state, next_state;
    reg [2:0] cont;
    reg [1:0] z;
    parameter idle = 7'b0000001, init = 7'b0000010, sel0 = 7'b0000100; 
    parameter sum = 7'b0001000, res = 7'b0010000, shift = 7'b0100000, sel1 = 7'b1000000;
    always_ff @(posedge clk) begin
        if (rst) begin
            cont <= 3'b111;
            state <= idle;
        end
        else begin
            state <= next_state;
        end
    end
    always_comb begin
        next_state = state;        
        cont = 3'b111; 
        load_A = 1'b0;
        load_B = 1'b0;
        load_add = 1'b0;
        shift_HQ_LQ_Q_1 = 1'b0;
        add_sub = 1'b0;
        z = 1'b0;
        case (state)
            idle: begin
                if (signal_num) begin
                    next_state = init;
                end
                else begin
                    next_state = idle;
                end
            end
            init: begin
                cont = 3'b111;
                load_A = 1'b1;
                load_B = 1'b1;
                load_add = 1'b0;
                shift_HQ_LQ_Q_1 = 1'b0;
                add_sub = 1'b0;
                next_state = sel0;
            end
            sel0: begin
                cont = 3'b111;
                load_A = 1'b0;
                load_B = 1'b0;
                load_add = 1'b0;
                shift_HQ_LQ_Q_1 = 1'b1;
                add_sub = 1'b0;
                if (q_LSB[0] == q_LSB[1]) begin
                    next_state = shift;
                end
                else if (q_LSB[0]) begin
                    next_state = sum;
                end
                else if (q_LSB[1]) begin
                    next_state = res;
                end
            end
            sum: begin
                cont = 3'b111;
                load_A = 1'b0;
                load_B = 1'b0;
                load_add = 1'b1;
                shift_HQ_LQ_Q_1 = 1'b0;
                add_sub = 1'b1;
                next_state = shift;
            end
            res: begin
                cont = 3'b111;
                load_A = 1'b0;
                load_B = 1'b0;
                load_add = 1'b1;
                shift_HQ_LQ_Q_1 = 1'b0;
                add_sub = 1'b0;
                next_state = shift;
            end
            shift: begin
                cont = cont - 1'b1;
                if (cont == 3'b000) begin
                    z = 1'b1;
                end
                else begin
                    z = 1'b0;
                end
                next_state = sel1;
            end
            sel1: begin
                if (z) begin
                    next_state = idle;
                end
                else begin
                    next_state = sel0;
                end
            end
            default: begin
                cont = 3'b111;
                load_A = 1'b0;
                load_B = 1'b0;
                load_add = 1'b0;
                shift_HQ_LQ_Q_1 = 1'b0;
                add_sub = 1'b0;
                next_state = idle;
                z = 1'b0;
            end
        endcase
    end
endmodule
module mult_with_no_fsm #(
    parameter N = 8
    ) (
    input logic clk ,
    input logic rst ,
    input logic [N-1:0] A,
    input logic [N-1:0] B,
    input logic load_A,
    input logic load_B,
    input logic load_add,
    input logic shift_HQ_LQ_Q_1,
    input logic add_sub,
    output logic [1:0] Q_LSB,
    output logic [2*N-1:0] Y
) ;
logic [N-1:0] M;
logic [N-1:0] adder_sub_out ;
logic [2*N: 0 ] shift ;
logic [N-1:0] HQ;
logic [N-1:0] LQ;
logic Q_1;
always_ff@ (posedge clk , posedge rst ) begin
    if ( rst )
        M <='b0 ;
    else
        M <= (load_A) ? A : M;
    end
always_comb begin
    if (add_sub )
        adder_sub_out = M + HQ;
    else
        adder_sub_out = M - HQ;
    end
always_comb begin
    Y = {HQ,LQ} ;
    HQ = shift[2*N:N+1];
    LQ = shift[N:1] ;
    Q_1 = shift[0] ;
    Q_LSB = {LQ[0] ,Q_1} ;
end
always_ff@ (posedge clk , posedge rst ) begin
    if ( rst )
        shift <= 'b0 ;
    else if (shift_HQ_LQ_Q_1)
        shift <= $signed (shift)>>>1;
         else begin
            if ( load_B )
                shift [N:1] <= B;
            if ( load_add )
                shift [2*N:N+1] <= adder_sub_out ;
        end
    end
endmodule
```
`flow/run.sh`:
```
#!/bin/bash
# OpenROAD 26Q1-2900-gdf79404cd8, Yosys 0.63+post, stock flow scripts
make -C /OpenROAD-flow-scripts/flow DESIGN_CONFIG=/design/flow/config.mk WORK_HOME=/design/flow/orfs finish
```
`flow/constraint.sdc`:
```
current_design MainModule

set clk_period 3.6
set clk_io_pct 0.2

create_clock -name clk0 -period $clk_period [get_ports {clk}]

set non_clock_inputs [all_inputs -no_clocks]
set_input_delay [expr $clk_period * $clk_io_pct] -clock clk0 $non_clock_inputs
set_output_delay [expr $clk_period * $clk_io_pct] -clock clk0 [all_outputs]
```
==> results.rst <==
Synthesis and place-and-route
=============================

.. list-table::
   :header-rows: 1

   * - Metric
     - Value
   * - Outcome
     - complete, no violations
   * - Internal power component
     - about 880 uW
   * - Average routed wire per standard cell
     - 13.0 um
   * - Sequential Power Share
     - 0.517
   * - Number of ports placed on the die boundary
     - 22
   * - Clock tree from TritonCTS
     - built
   * - Max transition margin
     - 0.384
   * - Area added between synthesis and finish
     - 9.84%
   * - Worst R2R Setup Slack
     - between 0.6 and 0.7 ns
   * - Number of register pins that no clock reaches
     - 24
   * - Count leader, synth
     - sky130_fd_sc_hd__nor2_1
   * - Die Footprint
     - between 15000 and 20000 sq um
   * - Area used by sequential logic in the layout
     - 1590 sq um
   * - Post-layout util
     - 0.452
   * - Number of design-rule violations left by the first detailed-router iteration
     - 327
   * - Yosys cell count
     - 1012
   * - Number of nets still failing antenna checks after routing
     - 0
   * - Final tally of setup violations
     - 0
   * - Routed vias
     - 7156
   * - Peak supply drop
     - 0.000165 V
   * - Vias in the first global route
     - 6207
   * - Static leakage
     - 0.00334 uW
   * - Footprint of the multi-input gates
     - about 6000 sq um
   * - Ranking of synthesized cells by area
     - sky130_fd_sc_hd__dfxtp_1, sky130_fd_sc_hd__ha_1, sky130_fd_sc_hd__dfrtn_1
   * - Leftover overflow at the end of global routing
     - 0
   * - Core Footprint
     - 18800 sq um
   * - Met2 track utilization from global routing
     - 0.271
   * - Critical Path Max Stage Delay
     - 0.53 ns
   * - Final routed wirelength across all metal layers
     - 16700 um
   * - Shortest period the worst path allows
     - ~3.3 ns
   * - Main synth FF type
     - sky130_fd_sc_hd__dfxtp_1
   * - Cell depth of the worst flop-to-flop path
     - 13
   * - Number of rows in the core area
     - 50
   * - Setup repair after global routing missed its margin
     - no
   * - Highest fanout seen on the critical path
     - 4
   * - Portion of the clock cycle consumed by the worst path in the final layout
     - 0.913
   * - Number of enable-type register cells in the synthesized netlist
     - 0
   * - Cell at the slowest stage of the critical path
     - sky130_fd_sc_hd__clkdlybuf4s50_1
   * - Avg Vias per Cell
     - about 5.5
   * - Largest net degree at the start of global routing
     - 25
   * - DP Wirelength
     - 12800 um
   * - Share of cells above drive strength 1
     - 0.127
   * - Fraction of registers with async set or reset after synthesis
     - 0.227
   * - Total Power
     - 1130 uW
   * - Number of register bits inferred by synthesis
     - 75
   * - Area share, top type
     - 0.150
   * - Port bufs
     - 21
   * - Maxcap violations
     - 0
   * - Count of TritonRoute iterations in the first routing pass
     - 7
   * - Final Hold Viols
     - 0
   * - Library cells used by synthesis
     - 116
   * - Chip Area, Yosys
     - 7740 sq um
   * - Endpoint kind of the worst setup timing path
     - flop
   * - Number of antenna violations at the first check in global routing
     - 0
   * - ANT cells
     - 0
   * - Cts bufs inserted
     - 5
   * - Yosys synthesis warning count
     - 9
   * - Clock tree root buffer cell
     - sky130_fd_sc_hd__clkbuf_16
   * - Tot GR Track Use
     - 0.174
   * - Register area share after synthesis
     - 0.205
   * - Fin Setup TNS
     - 0 ns
   * - Clock input transition at the sequential cells of the worst setup and hold paths
     - 0.07 ns
   * - Detailed-route DRC error count
     - 0
   * - Insertion delay at the late pin of the worst-skew pair
     - a little under 0.3 ns
   * - Met1 track demand over resource in global routing
     - 0.278
   * - Hold Buf Count CTS
     - 0
   * - Wire length of the first global-routing pass
     - 29300 um
   * - Post-synth top area cell
     - sky130_fd_sc_hd__dfxtp_1
   * - Critical path arrival
     - 3.46 ns
   * - Portion of total power attributed to the clock network
     - 0.421
   * - Slew Viols, Final
     - 0
   * - Number of unconstrained endpoints
     - 24
   * - Starting density of the core
     - 0.411
   * - Crit path launch type
     - input port
   * - Mapped Area
     - 7740 sq um
   * - Post-synthesis average cell area
     - about 7.7 sq um
   * - Data required time at the worst endpoint
     - between 3 and 4 ns
   * - Worst clock skew on the final layout
     - 0.00576 ns
   * - Total power density per cell area
     - 133 nW/um^2
   * - Max Buffers Root-to-Sink
     - 2
   * - Gate Count Post-Synth
     - 1012
   * - Sw frac
     - 0.225
   * - CTS HTree Levels
     - 2
   * - Hold depth
     - 1
   * - Measured slew at the worst slew-check pin
     - 0.924 ns
   * - Comb power frac
     - 0.062
   * - Most Used Layer, Global Route
     - met1
   * - Hold Crit Class
     - reg2reg
   * - Worst-path cell chain
     - clkdlybuf4s50_1, xor2_1, o21ai_0, nor3_1, nand3_1, mux2_4, a2111oi_4, buf_4, nor4_4, a21oi_2, ha_1, or3b_1
   * - Power spent charging and discharging nets
     - 254 uW
   * - Die height
     - 141 um
   * - Met3 track utilization from global routing
     - 0.0128
   * - Gp weighted congestion
     - 0.865
   * - Horizontal die dimension
     - around 140 um
   * - Post-synth top cells
     - sky130_fd_sc_hd__nor2_1, sky130_fd_sc_hd__nand2_1, sky130_fd_sc_hd__dfxtp_1
   * - Crit Path Category
     - in2reg
   * - Fmax
     - between 0.3 and 0.4 GHz
   * - Number of filler instances in the final layout
     - 1833
   * - Number of warnings in the stage logs
     - 33
-- stage by stage --
| step | instances | area, sq um | worst slack [ns] | hold WS, ns |
|---|---|---|---|---|
| floorplan | 1024 | 7790 | 0.168 | 0.441 |
| global placement | 1282 | 8300 | -0.237 | 0.459 |
| detailed placement | 1282 | 8300 | -0.240 | 0.464 |
| CTS | 1290 | 8450 | 0.0354 | 0.485 |
| global route | 1291 | 8510 | 0.169 | 0.513 |
| finish | 1291 | 8510 | 0.315 | 0.479 |
-- power by group through the flow --
stage | logic (uW) | clock network, uW | registers [uW]
4_1_cts | 67.7 | 495 | 584
5_1_grt | 78.2 | 521 | 585
6_report | 70.0 | 476 | 584
-- kinds of logic after synthesis --
group | after synthesis | share of synthesized area
flops | 75 | 0.205
compound gates | 327 | 0.322
other cells | 1 | 0.000484
mux | 30 | 0.0454
buf+inv | 96 | 0.0501
xor+xnor | 45 | 0.0557
simple gates | 401 | 0.262
fa+ha+maj | 37 | 0.0598
-- per-layer routing --
layer	wire, um	vias to the layer above
met3	369	5
met5	0	-
met2	7420	78
met4	44	0
li1	-	3794
met1	8890	3279
-- registers in the layout (all words and copies together) (netlist names) --
register / flops
Frec.cont: 28
Segmentos7.select: 3
Multiplicador.shift: 17
segmentos: 7
Keypad.state: 6
ctrl.state: 7
Multiplicandos.state: 7
-- layout by cell type, fill, tap and decap left out, drive strengths merged, types with 13 or more instances in the layout --
cell type / count
buf: 23
and2: 20
o211ai: 15
nand3: 25
o21ai: 71
nor2: 115
a21oi: 55
nand2b: 18
xnor2: 29
conb: 13
ha: 37
xor2: 16
inv: 51
clkdlybuf4s50: 19
or2: 16
dfrtn: 17
mux2i: 17
dfxtp: 58
nand2: 91
nor4: 17
mux2: 13
nor3: 38
a211oi: 21
a21o: 15
-- worst paths after layout --
check	start	end
worst max-delay path	row[1]	segmentos[1]
worst min register to register	Frec.cont[0]	Frec.cont[0]
worst min-delay path	Frec.cont[0]	Frec.cont[0]
worst max register to register	Keypad.state[5]	segmentos[1]
-- what timing repair did --
action                                  4_1_cts  5_1_grt
setup buffers                                 0        1
resized                                       0       11
endpoints found under the hold margin         0        0
endpoints found under the setup margin        0        6
-- layout make-up --
cell class                      instances  share of cell area
Multi-Input combinational cell        853               0.689
Sequential cell                        75               0.187
Clock inverter                          3             0.00294
Tap cell                              260              0.0382
Inverter                               51              0.0228
Clock buffer                            5              0.0147
Timing Repair Buffer                   44              0.0456
-- critical path: cells and delay by family --
| family | cells | cell delay (ns) |
|---|---|---|
| AND/OR/NAND/NOR | 4 | 0.83 |
| multiplexers | 1 | 0.34 |
| AND-OR/OR-AND | 3 | 0.46 |
| buffers and inverters | 2 | 0.71 |
| adder cells (fa/ha/maj) | 1 | 0.24 |
| XOR/XNOR | 1 | 0.14 |
Power is estimated from default activity; no workload was simulated.
